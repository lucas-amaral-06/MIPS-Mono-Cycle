===== ./run.sh =====
#!/bin/bash
# OpenROAD 26Q1-2900-gdf79404cd8, Yosys 0.63+post, stock flow scripts
make -C /OpenROAD-flow-scripts/flow DESIGN_CONFIG=/design/flow/config.mk WORK_HOME=/design/flow/orfs finish

===== ./config.mk =====
export PLATFORM = sky130hd
export DESIGN_NAME = ALU
export DESIGN_NICKNAME = ALU
export VERILOG_FILES = /design/flow/design.v
export SDC_FILE = /design/flow/constraint.sdc
export NUM_CORES = 4
export LEC_CHECK = 1
export CORE_UTILIZATION = 30

===== ./constraint.sdc =====
current_design ALU

set clk_period 15.1
set clk_io_pct 0.2

create_clock -name clk0 -period $clk_period

set non_clock_inputs [all_inputs -no_clocks]
set_input_delay [expr $clk_period * $clk_io_pct] -clock clk0 $non_clock_inputs
set_output_delay [expr $clk_period * $clk_io_pct] -clock clk0 [all_outputs]

===== ./design.v =====
module ALU (
    input [31:0] A,
    input [31:0] B,
    input [3:0] op,
    output reg [31:0] resultado,
    output zero_flag
);
always @(*) begin
    case (op)
        4'b0000: resultado = A & B;     
        4'b0001: resultado = A | B;     
        4'b0010: resultado = A + B;     
        4'b0110: resultado = A - B;     
        4'b0111: resultado = (A < B) ? 32'd1 : 32'd0;   
        default: resultado = 32'd0;
    endcase
end
assign zero_flag = (resultado == 0);
endmodule

==> flow_metrics.env <==
# physical design summary
export IMPL_worst_endpoint_required_ns=12.08
export IMPL_arrival_ns=8.02
export IMPL_timing_max_transition_violations_final=0
export IMPL_syn_area_sq_mm=0.00552
export IMPL_run_status="completed"
export IMPL_critical_path_most_common_cell="clkdlybuf4s50_1"
export IMPL_setup_repair_after_global_routing_missed_its_margin="no"
export IMPL_peak_ir_drop_on_the_vdd_network_mv=0.0223
export IMPL_timing_critical_path_buf_inv=3
export IMPL_yosysCellCount=812
export IMPL_tool_warnings=102
export IMPL_endpoint_kind="primary output"
export IMPL_hold_viol_final=0
export IMPL_hp_start="B[31]"
export IMPL_dieArea_sq_mm=0.0190
export IMPL_yosys_stat_seqShare=0
export IMPL_synth_largest_type_area_fraction=0.231
export IMPL_relSlewSlack=0.451
export IMPL_finalSetupViolCount=0
export IMPL_synth_top_cells_by_count="ha_1, inv_1, a21oi_1"
export IMPL_synth_largest_area_cell="ha_1"
export IMPL_register_area_sq_um=0
export IMPL_drv_max_cap_violation_count=0
export IMPL_cellLeakagePower_nw=2.86
export IMPL_post_synth_inst_count=812
export IMPL_fmaxAchievable_mhz=90.6
export IMPL_die_size_y_um=138
export IMPL_port_buffers=101
export IMPL_postCtsSetupRepairBufs=0
export IMPL_grt_ovfl_total=0
export IMPL_worst_path_max_delay_cell="o41ai_1"
export IMPL_yosys_stat_chipArea_sq_mm=0.00552
export IMPL_timing_worst_setup_path_type="input port to primary output"
export IMPL_grt_util_all_layers=0.214
export IMPL_cts_resized=0
export IMPL_layout_area_overhead_vs_synth_pct=19.1
export IMPL_final_ws_setup_ns=4.06
export IMPL_cells_traversed_along_the_worst_timing_path="clkdlybuf4s50_1, inv_1, ha_1, and4_1, nand4_1, a21oi_1, o311ai_1, and2_1, o41ai_1, a221oi_2, mux2i_1, a2111oi_0, or4b_1, nor4_2, clkdlybuf4s50_1"
export IMPL_synth_lib_cells_used_distinct=88
export IMPL_route_detailed_vias_per_inst=5.70
export IMPL_detail_route_first_pass_iterations=5
export IMPL_power_density_mw_per_mm2=35.6
export IMPL_min_delay_path_class="input port to primary output"
export IMPL_cell_area_placed_sq_mm=0.00658
export IMPL_clock_buffer_count=0
export IMPL_dp_final_hpwl_um=16100
export IMPL_grt_pass1_vias=5843
export IMPL_layout_drive_gt1_share=0.0412
export IMPL_floorplan_core_util=0.306
export IMPL_post_synth_top_count_cell="ha_1"
export IMPL_wire_length_of_the_first_global_routing_pass_um=31500
export IMPL_detailroute_via_count=6289
export IMPL_detail_route_iter0_violations=548
export IMPL_flop_count=0
export IMPL_post_route_period_util=0.731
export IMPL_hold_buffers=0
export IMPL_core_area_sq_mm=0.0180
export IMPL_timing_critical_path_fanout_max=13
export IMPL_minimum_clock_period_after_layout_ns=11.04
export IMPL_antenna_left=0
export IMPL_critical_path_max_stage_delay_ns=0.73
export IMPL_synth_warning_count=1
export IMPL_area_leaders="ha_1, inv_1, a21oi_1, nor2_1, o21ai_0"
export IMPL_fp_dieW_um=138
export IMPL_place_congestion=0.987
export IMPL_worstSetupStartpointType="input port"
export IMPL_grt_antenna_before_repair=0
export IMPL_boundaryPins=101
export IMPL_syn_area_per_cell_sq_um=6.80
export IMPL_n_fill_cell=1949
export IMPL_largest_net_degree_at_the_start_of_global_routing=40
export IMPL_placementRows=49
export IMPL_dp_worst_setup_slack_ns=4.15
export IMPL_worst_pin_slew_ns=0.813
export IMPL_drt_drc_violations_left=0
export IMPL_worstSetupStartpoint="A[11]"
export IMPL_setup_tns_ns=0
export IMPL_antennaDiodeCount=0
export IMPL_crit_family="AND-OR/OR-AND gates"
export IMPL_finish_instance_area_sq_mm=0.00658
export IMPL_wl_per_cell_um=18.0
export IMPL_drt_wirelength_um=19800
## final cells by class
type | count | area, sq um | area share
tap | 229 | 287 | 0.0436
timing repair buffer | 109 | 1070 | 0.163
inverter | 101 | 379 | 0.0576
multi-input combinational | 664 | 4840 | 0.736
## cells in the final DEF, fill, tap and decap left out, types with 3 or more instances in the layout
cell type / synthesis / routed
o31ai_1: 13 / 13
o21ai_1: 5 / 5
ha_1: 102 / 102
a211o_1: 6 / 6
and3_1: 4 / 4
nor2_1: 60 / 60
nand2_1: 55 / 55
o41ai_1: 4 / 4
o21ai_0: 45 / 45
o21a_1: 8 / 8
a211oi_1: 17 / 17
a221oi_1: 6 / 6
nand3_1: 18 / 18
o221ai_1: 4 / 4
xnor2_1: 12 / 12
nand4_1: 11 / 11
a22oi_1: 3 / 3
o31a_1: 6 / 6
or3_1: 8 / 8
nand2b_1: 6 / 6
a21o_1: 12 / 12
a31oi_1: 10 / 10
a21oi_1: 69 / 69
mux2_2: 3 / 3
o2111ai_1: 4 / 4
o311a_1: 3 / 3
buf_4: 1 / 8
mux2i_1: 9 / 9
clkdlybuf4s50_1: 0 / 101
o21bai_1: 9 / 9
o211ai_1: 20 / 20
nor3_1: 27 / 27
inv_1: 99 / 99
nor4_1: 12 / 12
o311ai_0: 3 / 3
a32o_1: 3 / 3
o22ai_1: 13 / 13
and4_1: 4 / 4
nor2b_1: 9 / 9
## worst min-delay path: stages
cell and delay [ns]:
clkdlybuf4s50_1 0.43, inv_1 0.08, ha_1 0.14, o31ai_1 0.14
clkdlybuf4s50_1 0.44
## layer usage
metal,part of all wire,track usage
met1,0.46,0.315
met3,0.082,0.0274
met2,0.44,0.332
met4,0.023,0.0465
met5,0,0
## where the power goes
part	internal [mW]	switching (mW)
registers	0	0
logic	0.0983	0.136
clock network	0	0
total	0.0983	0.136
## path summary, 6_finish.rpt
check,to,slack (ns),depth (start not counted)
max,zero_flag,4.06,15
min,resultado[0],7.27,5
## kinds of logic (layout without fill, tap and decap cells)
kind of cell               count (synthesis)  after routing  synth area share
muxes                                     12             12            0.0224
buffers and inverters                    148            210             0.124
and+or+nand+nor                          238            238             0.221
adders and majority gates                104            104             0.238
xor gates and xnor gates                  13             13            0.0206
AOI/OAI and AO/OA                        297            297             0.374
## metrics by stage
stage               instances  total power [mW]  utilization  hold slack, ns
CTS                      1103             0.232        0.365            7.28
detailed placement       1103             0.230        0.365            7.28
global placement         1103             0.232        0.365            7.28
finish                   1103             0.234        0.365            7.27
global route             1103             0.257        0.365            7.32
floorplan                 812             0.150            -            6.16
Power and IR drop assume default switching activity.
