`./design.v`:
```
module PCPlus4(      
    input clk,
    input reset,
    input [31:0] next_PC,
    output reg [31:0] PC
);
    always @(posedge clk or posedge reset) begin
        if (reset)    
            PC <= 32'b0;
        else         
            PC <= next_PC;
    end
endmodule
module PC_Adder(   
    input [31:0] PC,
    output [31:0] next_PC
);
    assign next_PC = PC + 32'd4;   
endmodule
module PC_System(   
    input clk,
    input reset,
    output [31:0] PC
);
    wire [31:0] next_PC;
    PCPlus4 pc_reg (
        .clk(clk),
        .reset(reset),
        .next_PC(next_PC),
        .PC(PC)
    );
    PC_Adder pc_adder (
        .PC(PC),
        .next_PC(next_PC)
    );
endmodule
```
`./constraint.sdc`:
```
current_design PC_System

set clk_period 4.9
set clk_io_pct 0.2

create_clock -name clk0 -period $clk_period [get_ports {clk}]

set non_clock_inputs [all_inputs -no_clocks]
set_input_delay [expr $clk_period * $clk_io_pct] -clock clk0 $non_clock_inputs
set_output_delay [expr $clk_period * $clk_io_pct] -clock clk0 [all_outputs]
```
`./run.sh`:
```
#!/bin/bash
# OpenROAD 26Q1-2900-gdf79404cd8, Yosys 0.63+post, stock flow scripts
make -C /OpenROAD-flow-scripts/flow DESIGN_CONFIG=/design/flow/config.mk WORK_HOME=/design/flow/orfs finish
```
`./config.mk`:
```
export PLATFORM = sky130hd
export DESIGN_NAME = PC_System
export DESIGN_NICKNAME = PC_System
export VERILOG_FILES = /design/flow/design.v
export SDC_FILE = /design/flow/constraint.sdc
export NUM_CORES = 4
export LEC_CHECK = 1
export CORE_AREA = 10 10 98 98
export DIE_AREA = 0 0 108 108
```
==> metrics.json <==
{
  "global_route": {
    "grt_pass1_wl_um": 5150,
    "grt_antenna_before_repair": 0,
    "gr-usage-all-layers_pct": 5.41,
    "maximum_number_of_pins_on_one_net_before_global_route_repair": 31,
    "grt.overflow.total": 0,
    "grt_pass1_vias": 982
  },
  "clock_network": {
    "clock-sinks": 30,
    "clk_path_buf_depth": 2,
    "cts_root_buffer": "sky130_fd_sc_hd__clkbuf_8",
    "clk_latency_ps": 270,
    "clkSlewWorstSetupHoldPaths_ps": 60,
    "cts_inserted_buffers": 5,
    "holdBufCountCts": 0,
    "tritoncts": "yes",
    "post_cts.repair.setup_buffers": 0,
    "cts_resized": 0,
    "clock_tree.htree_level_count": 2
  },
  "logic_synthesis": {
    "postSynthCellCount": 114,
    "postSynthAreaPerCell_um2": 12.0,
    "synth-warning-count": 1,
    "yosys.cell_types.count": 20,
    "yosys-stat-cells": 114,
    "synth_register_bits": 30,
    "yosys-stat-area_um2": 1370,
    "yosysSeqAreaShare_pct": 54.9,
    "syn-cell-area_um2": 1370
  },
  "run_status": {
    "status": "finished, final reports clean"
  },
  "finish": {
    "layout.core_utilization_pct": 24.6,
    "nFillCells": 795,
    "area_growth_pct": 37.5,
    "reg_top3": "pc_reg.PC x30",
    "registers.top_by_ff_count": "pc_reg.PC",
    "layout-drive-gt1-share_pct": 9.87,
    "largest_register_ff_count": 30
  },
  "setup_path": {
    "regToRegStartpoint": "pc_reg.PC[2]$_DFF_PP0_",
    "critPathRequiredTime_ps": 3920,
    "worstPathCellList": "clkdlybuf4s50_1",
    "worst_r2r_path_depth": 5,
    "critPathMaxStageDelay_ps": 510,
    "worst_setup_path_start_kind": "flop",
    "cp_top_family": "buffers and inverters",
    "regToRegSetupSlack_ps": 3030,
    "cp_max_fo": 6,
    "timing.setup.critical_path_class": "reg -> out",
    "reg2reg_to": "pc_reg.PC[30]$_DFF_PP0_",
    "cp-end-kind": "output pin",
    "slowest_stage": "sky130_fd_sc_hd__clkdlybuf4s50_1",
    "timing.critical_path.buf_inv": 1,
    "critPathArrivalTime_ps": 1260
  },
  "timing": {
    "final.period_utilization_pct": 45.6,
    "worstMarginPinSlew_ps": 555,
    "final.setup_skew_ps": 2.12,
    "fin_max_slew_vios": 0,
    "rsz0062_at_grt": "false",
    "fmax_ghz": 0.447,
    "max-slew-margin-rel_pct": 62.7,
    "min_period_ps": 2240,
    "finalHoldViolations": 0,
    "totalNegativeSetupSlack_ps": 0,
    "count_of_final_setup_violators": 0,
    "fin_worst_hold_slack_ps": 476
  },
  "power": {
    "combPwrFrac_pct": 1.4,
    "seqPwrFrac_pct": 56.4,
    "power.internal_uw": 344,
    "cellLeakagePower_uw": 0.000849,
    "sw_frac_of_total_pct": 21.6,
    "switching_power_uw": 95.1,
    "vdd.ir_drop.worst_mv": 0.0881,
    "power_density_nw_per_um2": 234,
    "power_frac_clock_pct": 42.2
  },
  "detailed_routing": {
    "via_per_inst": 3.57,
    "number_of_remaining_drc_errors": 0,
    "drt_first_pass_iters": 2,
    "wire_per_inst_um": 11.8,
    "postRouteWirelength_um": 3000,
    "detailroute.via_count": 906,
    "diodes": 0,
    "drt_iter0_drc": 29,
    "ant_nets": 0
  },
  "hold_path": {
    "worst_hold_startpoint": "pc_reg.PC[31]$_DFF_PP0_",
    "worstHoldPathCells": 1,
    "worst_hold_path_type": "reg -> reg",
    "worstHoldEndpoint": "pc_reg.PC[31]$_DFF_PP0_"
  },
  "floorplan": {
    "ioPinCount": 34,
    "dieArea_um2": 11700,
    "floorplan.initialDensity_pct": 17.9,
    "core_area_um2": 7650,
    "placement_rows": 32,
    "die-height_um": 108,
    "die_width_um": 108
  },
  "placed_design": {
    "gp_routability_congestion": 0.752,
    "place.detailed.hpwl_um": 2290,
    "port_buffers": 31
  },
  "run": {
    "openroad.warnings": 25,
    "max_cap_violations": 0
  }
}
[power groups by stage]
stage	registers [µW]	clock network (µW)	logic, µW
after global routing	247	207	7.48
final	248	185	6.13
after CTS	248	193	6.78
[layout by cell type (no fill, tap or decap)]
cell,count
sky130_fd_sc_hd__or2_1,1
sky130_fd_sc_hd__inv_1,4
sky130_fd_sc_hd__nand4_1,6
sky130_fd_sc_hd__nor4_1,1
sky130_fd_sc_hd__xor2_1,9
sky130_fd_sc_hd__nand3_1,10
sky130_fd_sc_hd__ha_1,1
sky130_fd_sc_hd__nand3_4,1
sky130_fd_sc_hd__conb_1,2
sky130_fd_sc_hd__nand2_1,10
sky130_fd_sc_hd__nor2_1,6
sky130_fd_sc_hd__and3_1,4
sky130_fd_sc_hd__nand3_2,1
sky130_fd_sc_hd__nor3_1,3
sky130_fd_sc_hd__clkdlybuf4s50_1,31
sky130_fd_sc_hd__clkinv_2,2
sky130_fd_sc_hd__dfrtp_1,30
sky130_fd_sc_hd__clkbuf_8,5
sky130_fd_sc_hd__nand4_4,1
sky130_fd_sc_hd__buf_4,1
sky130_fd_sc_hd__nand4_2,1
sky130_fd_sc_hd__nor4_4,3
sky130_fd_sc_hd__xnor2_1,19
[area by class of cell]
| type | count | area [µm²] | share of cell area [%] |
|---|---|---|---|
| Sequential cell | 30 | 751 | 39.9 |
| Multi-Input combinational cell | 79 | 591 | 31.4 |
| Timing Repair Buffer | 32 | 318 | 16.9 |
| Tap cell | 102 | 128 | 6.79 |
| Clock buffer | 5 | 68.8 | 3.66 |
| Inverter | 4 | 15.0 | 0.798 |
| Clock inverter | 2 | 10.0 | 0.532 |
[cell usage after synthesis, drive strengths merged]
cell type	instances	area (µm²)
xnor2	19	166
nand4	8	71.3
nand3	12	77.6
inv	4	15.0
nand2	10	37.5
dfrtp	30	751
nor2	6	22.5
xor2	9	78.8
buf	2	15.0
or2	1	6.26
nor4	4	70.1
conb	1	3.75
and3	4	25.0
ha	1	12.5
nor3	3	15.0
[cells by family after synthesis]
| family | share of synthesized area, % |
|---|---|
| AND/OR/NAND/NOR | 23.8 |
| flip-flops | 54.9 |
| XOR/XNOR | 17.9 |
| buffers and inverters | 2.20 |
| adder cells (fa/ha/maj) | 0.915 |
| other | 0.274 |
[how the worst max path moves through the flow]
stage / start / endpoint / slack, ps / cells after the start
final: pc_reg.PC[9]$_DFF_PP0_ / PC[9] / 2660 / 1
after global routing: pc_reg.PC[9]$_DFF_PP0_ / PC[9] / 2600 / 1
after CTS: pc_reg.PC[9]$_DFF_PP0_ / PC[9] / 2640 / 1
[metal layers]
layer | vias to the layer above | wire length, µm | part of all wire (%) | track usage, %
met2 | 23 | 1310 | 44 | 8.10
met3 | 4 | 182 | 6.1 | 1.75
met1 | 424 | 1470 | 49 | 7.66
met4 | 0 | 37 | 1.2 | 0.859
li1 | 455 | - | - | -
met5 | - | 0 | 0 | 0
[through the flow]
step           area [µm²]  setup WS [ps]  instances  power, µW
2_1_floorplan        1370           3290        115        257
3_3_place_gp         1800           2950        247        259
3_5_place_dp         1800           2930        247        259
4_1_cts              1880           2640        254        448
5_1_grt              1880           2600        254        462
6_report             1880           2660        254        439
Power and IR drop assume default switching activity.
