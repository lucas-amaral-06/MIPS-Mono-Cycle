`flow/run.sh`:
```
#!/bin/bash
# OpenROAD 26Q1-2900-gdf79404cd8, Yosys 0.63+post, stock flow scripts
make -C /OpenROAD-flow-scripts/flow DESIGN_CONFIG=/design/flow/config.mk WORK_HOME=/design/flow/orfs finish
```
`flow/config.mk`:
```
export PLATFORM = sky130hd
export DESIGN_NAME = PCSrc
export DESIGN_NICKNAME = PCSrc
export VERILOG_FILES = /design/flow/design.v
export SDC_FILE = /design/flow/constraint.sdc
export NUM_CORES = 4
export LEC_CHECK = 1
export CORE_AREA = 10 10 70 70
export DIE_AREA = 0 0 80 80
```
`flow/constraint.sdc`:
```
current_design PCSrc

set clk_period 1.5
set clk_io_pct 0.2

create_clock -name clk0 -period $clk_period

set non_clock_inputs [all_inputs -no_clocks]
set_input_delay [expr $clk_period * $clk_io_pct] -clock clk0 $non_clock_inputs
set_output_delay [expr $clk_period * $clk_io_pct] -clock clk0 [all_outputs]
```
`flow/design.v`:
```
module PCSrc (
    input Branch,
    input Jump,
    input [31:0] PCPlus4,
    input [31:0] PCBranch,
    input [25:0] JumpImm,
    output [31:0] next_PC
);
    wire [31:0] JumpAddr = {PCPlus4[31:28], JumpImm, 2'b00};
    assign next_PC = Jump ? JumpAddr : (Branch ? PCBranch : PCPlus4);
endmodule
```
==> results.yml <==
# synthesis and place-and-route metrics
floorplan:
  chipHeight_um: 80
  fp_util_pct: 19.12
  coreArea_um2: 3416
  ios: 124
  dieArea_um2: 6400
  rows: 21
  die_w_um: 80
drt:
  first_iter_violations: 6
  insertedDiodeCount: 0
  antenna_left: 0
  routed_wl_mm: 3.995
  detail_route.wl_per_cell_um: 14.96
  dr_total_vias: 1134
  drc_errors: 0
  viasPerCell: 4.247
  dr.pass1.iters: 2
global_routing:
  grt_max_degree: 37
  grt_pass1_wl_mm: 5.885
  grt_pass1_vias: 1229
  track_usage_pct: 11.34
  overflow: 0
  antenna_found_initial: 0
final_layout:
  area_delta_synth_final_pct: 194.8
  lay_top_count: "clkdlybuf4s50_1"
  most-common-layout-cells: "clkdlybuf4s50_1, mux2i_1, nand2_1, o21ai_1, clkdlybuf4s15_1"
  design_area_um2: 1926
  num-fill-cells: 322
  nClkBuffers: 0
  register_area_um2: 0
  ff_count: 0
  drive_gt1_share_pct: 12.67
worst_setup_path:
  crit_fanout: 1
  cp-start-kind: "input pin"
  cp-end-kind: "primary output"
  cp_data_required_time_ns: 1.20
  crit_type: "input pin to primary output"
  cp.arrival_ns: 1.16
  crit_path_start: "PCBranch[15]"
synth:
  avgSynthCellArea_um2: 6.803
  synth_area_um2: 653.1
  yosys_cells: 96
  yosys_area_um2: 653.1
  seq_area_frac_synth_pct: 0
  synth_cells: 96
  ys_warn_count: 0
  synth_cell_type_count: 12
power:
  ir_worst_vdd_mv: 0.1347
  p_per_area_nw_per_um2: 260.3
  leakage_nw: 0.8734
  total_power_mw: 0.5013
flow_run:
  tool_warnings: 32
  drv_cap: 0
place:
  port_buffers: 124
  hpwl_mm: 3.663
  gp_congestion: 0.8017
  place_area_um2: 1928
worst_hold_path:
  hold_path_class: "input pin to primary output"
  worstHoldStart: "Jump"
sta:
  finalSetupTns_ns: 0
  tightest_slew_ns: 0.1674
  max_clock_freq_ghz: 0.6845
  hold_violations: 0
  timing.final.crit_share_pct: 97.39
  setup_viol: 0
  maxSlewHeadroom_pct: 88.52
  maxSlewViolCount: 0
  period_needed_ns: 1.461
  grt_setup_unrepaired: "false"
status:
  status: "finished clean"
clock_network:
  hold_buffers: 0
[where the power goes]
| group | internal, mW | switching (mW) |
|---|---|---|
| Sequential | 0 | 0 |
| Clock | 0 | 0 |
| Combinational | 0.369 | 0.132 |
[synthesized netlist by cell type]
library cell / count / area (um^2)
clkbuf_1: 4 / 15.01
mux2i_1: 28 / 280.3
o21ai_0: 8 / 40.04
buf_6: 1 / 11.26
buf_12: 2 / 40.04
nor2b_4: 1 / 13.76
buf_2: 1 / 5.000
nor2_1: 2 / 7.510
buf_4: 1 / 7.510
nand2_1: 26 / 97.59
o21ai_1: 18 / 90.09
mux2_2: 4 / 45.04
[timing repair]
item                       CTS  global route
resized                     56            30
setup endpoints to repair   32            21
pin swaps                   10            12
setup buffers                2             2
[worst max-delay path: stages]
cell and delay, ns:
clkdlybuf4s50_1 0.45, mux2i_1 0.06, o21ai_1 0.13, dlygate4sd2_1 0.22
[path summary, 6_finish.rpt]
check / cells after the start / slack, ns / to
min: 4 / 1.05 / next_PC[5]
max: 4 / 0.04 / next_PC[15]
[final cells by class]
class | count | area (um^2) | share of cell area, %
Multi-Input combinational cell | 87 | 585.6 | 30.41
Tap cell | 46 | 57.56 | 2.989
Timing Repair Buffer | 134 | 1282 | 66.60
[through the flow]
step	util (%)	instances	hold slack, ns	setup slack [ns]
final	56.37	267	1.052	0.03912
after global routing	56.37	267	1.079	0.001478
after CTS	56.81	266	1.088	0.0007643
after detailed placement	56.45	264	1.416	-0.3056
after global placement	56.45	264	1.403	-0.2990
after floorplan	-	96	0.6564	0.3034
[cell families (layout without fill, tap and decap cells)]
group / Yosys count / count (layout) / synth area share [%]
multiplexers: 32 / 32 / 49.81
AND/OR/NAND/NOR: 29 / 29 / 18.20
AND-OR/OR-AND: 26 / 26 / 19.92
buffers and inverters: 9 / 134 / 12.07
[metal layers]
metal	share of wire, %	global-route usage, %	up-vias
met3	14	6.591	4
li1	-	-	589
met5	0	0	-
met1	35	11.73	477
met4	1.5	0.7042	0
met2	49	20.14	64
No activity file was given, so power comes from the tool's default toggle rates.
